**config.mk**
```make
export PLATFORM = sky130hd
export DESIGN_NAME = counter
export DESIGN_NICKNAME = counter
export VERILOG_FILES = /design/flow/design.v
export SDC_FILE = /design/flow/constraint.sdc
export NUM_CORES = 4
export LEC_CHECK = 1
export CORE_AREA = 10 10 80 80
export DIE_AREA = 0 0 90 90
```
**constraint.sdc**
```tcl
current_design counter

set clk_period 2.7
set clk_io_pct 0.2

create_clock -name clk0 -period $clk_period [get_ports {clk}]

set non_clock_inputs [all_inputs -no_clocks]
set_input_delay [expr $clk_period * $clk_io_pct] -clock clk0 $non_clock_inputs
set_output_delay [expr $clk_period * $clk_io_pct] -clock clk0 [all_outputs]
```
**design.v**
```verilog
module counter
  (
  input wire clk,
  input wire n_reset,
  input wire cnt_up,
  output wire one_k_samples
  );
  reg [9:0] counter;
 reg tmp;
  assign one_k_samples = tmp; 
  always @ (posedge clk, negedge n_reset) begin
    if (n_reset==0) begin
      counter <= 10'b0;  
      tmp <= 1'b0;
    end else begin
     if (cnt_up) begin	 
      counter <= counter +1;
	if(counter[9:0] == 10'b1111101000) begin
		tmp <= 1'b1;
		counter[9:0] <= 10'b0;
	end else begin
		tmp <= 1'b0;
	end
     end else begin
      counter <= counter;
     end
		end
	end
endmodule
```
**run.sh**
```bash
#!/bin/bash
# OpenROAD 26Q1-2900-gdf79404cd8, Yosys 0.63+post, stock flow scripts
make -C /OpenROAD-flow-scripts/flow DESIGN_CONFIG=/design/flow/config.mk WORK_HOME=/design/flow/orfs finish
```
==> qor.json <==
{
  "sta": {
    "fin_worst_skew_ns": 0.00109,
    "final_slew_viol_count": 0,
    "timing.fmax_mhz": 525,
    "finalWorstPathRequiredPeriod_ns": 1.91,
    "finalHoldViolations": 0,
    "timing.max_slew.rel_slack_pct": 67.0,
    "setup_violations": 0,
    "setup_slack_ns": 0.795,
    "worst_pin_slew_ns": 0.494,
    "post-route-period-util_pct": 70.6,
    "timing.setup.tns_ns": 0,
    "rsz0062_at_grt": "no"
  },
  "placed_design": {
    "post-place-cells": 127,
    "finalWeightedCongestion": 0.829,
    "detailedPlace.worstSlack_ns": 0.553,
    "io_buffer_count": 3
  },
  "clock_network": {
    "ctsRootBufferMaster": "clkbuf_8",
    "cts_post_setup_buffers_inserted": 0,
    "cts.htree.levels": 1,
    "postCtsResizedCells": 0,
    "cts_max_path_buffers": 2,
    "tritoncts_buffer_count": 3,
    "post_cts_hold_buffer_count": 0,
    "clkLatencyLatePin_ns": 0.23,
    "clock_slew_at_reported_path_ffs_ns": 0.05,
    "clock_tree_from_tritoncts": "built",
    "cts.sinks": 11
  },
  "global_route": {
    "number_of_global_route_vias_before_repair": 430,
    "maximum_number_of_pins_on_one_net_before_global_route_repair": 12,
    "grt_overflow_total": 0,
    "number_of_antenna_violations_at_the_first_check_in_global_routing": 0,
    "grt_pass1_wl_um": 1910,
    "grtUsageTotal_pct": 2.73
  },
  "die": {
    "initial_core_util_pct": 12.5,
    "floorplan.rows": 25,
    "floorplan.io_pins": 4,
    "die-height_um": 90,
    "dieArea_sq_um": 8100,
    "core_region_area_sq_um": 4720,
    "die_w_um": 90
  },
  "setup_path": {
    "path_class": "input port to flop",
    "critPathRequiredTime_ns": 2.79,
    "critPathMaxFanout": 8,
    "cp_data_arrival_time_ns": 1.99,
    "critical_path.startpoint_type": "input port",
    "timing.rr.end": "counter[7]",
    "critPathBufInv": 2,
    "r2r_start": "counter[0]",
    "rrSetupSlack_ns": 1.08,
    "path_cells": "clkdlybuf4s50_1, inv_1, nor4_4, o221ai_1",
    "critical_path.slowest_cell": "clkdlybuf4s50_1",
    "timing.critical_path.max_delay_family": "buffers and inverters",
    "reg2reg_depth": 5,
    "cpPeakStageDelay_ns": 0.65,
    "worstSetupEndpointType": "flop"
  },
  "route": {
    "drc": 0,
    "drtIter0Drc": 35,
    "insertedDiodeCount": 0,
    "drt-wirelength-per-cell_um": 8.45,
    "1st_pass_router_iterations": 4,
    "antenna_violating_nets_post_route": 0,
    "routed-via-count": 459,
    "drt-total-wl_um": 1110,
    "vias_per_cell": 3.50
  },
  "worst_hold_path": {
    "hp-class": "flop to flop",
    "min_path_cells": 1,
    "hold_start": "tmp",
    "whs_endpoint": "tmp"
  },
  "layout": {
    "layout_top_cell": "dfrtp_1",
    "final_layout_size_suffix_gt1_share_pct": 14.1,
    "final_cell_mix": "11 x dfrtp_1, 8 x nand2_1, 5 x a21oi_1, 5 x o21ai_0, 4 x inv_1",
    "post-route-util_pct": 15.7,
    "area_growth_pct": 25.6,
    "final_cells": 131
  },
  "yosys": {
    "flop_cell": "dfrtp_1",
    "ys.warnings.count": 1,
    "yosys.area_share.simple_pct": 29.2,
    "synth_adder_area_share_pct": 4.23,
    "synth-edff-count": 0,
    "yosys.area.top_type_share_pct": 46.5,
    "yosys-stat-cells": 58,
    "xor_area_share_pct": 1.48,
    "synth-compound-area-share_pct": 14.8,
    "post_synth_num_cell_types": 24,
    "area_leaders": "dfrtp_1 47%, nand2_1 5.1%, a21oi_1 4.2%",
    "post_synth.cell_area_avg_sq_um": 10.2,
    "yosysChipArea_sq_um": 592,
    "synth_sequential_area_ratio_pct": 46.5,
    "synth_top_cell_by_area": "dfrtp_1",
    "postSynthRegisterBits": 11,
    "postSynthCellCount": 58,
    "netlist_area_sq_um": 592,
    "multiplexer_share_pct": 0,
    "asyncSetResetFlopFracSynth_pct": 100,
    "post_synth_main_logic_family": "simple AND/OR/NAND/NOR gates"
  },
  "power_and_ir_drop": {
    "ir_drop_uv": 457,
    "power_leakage_nw": 0.283,
    "p_per_area_nw_per_um2": 666
  },
  "run_status": {
    "outcome": "finished, final reports clean"
  },
  "flow_run": {
    "log.warning_count": 26,
    "cap_violations": 0
  }
}
[logic make-up after synthesis]
logic type	after synthesis
simple gates	24
fa+ha+maj	2
compound gates	15
xor+xnor	1
buf+inv	5
flops	11
[stage by stage]
stage          hold WS (ns)  power, W  instance area (sq um)
3_5_place_dp          0.499  0.000335                    698
4_1_cts               0.509  0.000498                    743
5_1_grt               0.509  0.000533                    743
6_report              0.498  0.000495                    743
3_3_place_gp          0.492  0.000332                    698
2_1_floorplan         0.244  0.000308                    592
[sequential cells by signal (all words and copies together) (netlist names)]
name and count:
counter 10, tmp 1
[worst register-to-register path, stage by stage (launching register included)]
cell and delay, ns:
dfrtp_1 0.43, inv_1 0.11, ha_1 0.16, nand4bb_1 0.17, nor4_4 0.42, o221ai_1 0.19
[cells in the mapped netlist (2+ instances only)]
master    n
ha_1      2
dfrtp_1  11
nand4_1   2
nand2_1   8
inv_1     4
o21ai_0   5
o31ai_1   2
or2_2     2
nand3_1   2
a21oi_1   5
or4_1     2
[power by group]
| part | total (W) | switching (W) | internal, W |
|---|---|---|---|
| Sequential | 0.000252 | 0.0000520 | 0.000200 |
| Combinational | 0.0000825 | 0.0000440 | 0.0000385 |
| Clock | 0.000161 | 0.0000575 | 0.000103 |
| Total | 0.000495 | 0.000154 | 0.000342 |
[final cells by class]
type                            count  area, sq um
Fill cell                         524         3980
Multi-Input combinational cell     42          294
Sequential cell                    11          275
Tap cell                           67         83.8
Clock buffer                        4         45.0
Timing Repair Buffer                3         30.0
Inverter                            4         15.0
[how the worst max path moves through the flow]
stage       from          to  slack (ns)  cells after the start
5_1_grt   cnt_up  counter[7]        0.68                      4
4_1_cts   cnt_up  counter[7]        0.79                      4
6_report  cnt_up  counter[7]        0.79                      4
[layer usage]
metal / part of all wire (%) / routed length (um) / track usage, % / up-vias
li1: - / - / - / 226
met5: 0 / 0 / 0 / -
met2: 44 / 486 / 3.93 / 6
met4: 0.81 / 9 / 0.265 / 0
met1: 51 / 561 / 3.94 / 225
met3: 4.4 / 49 / 1.01 / 2
Power figures rest on the tool's default switching activity, not on a simulated workload.
