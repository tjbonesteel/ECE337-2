## flow/run.sh

```bash
#!/bin/bash
# OpenROAD 26Q1-2900-gdf79404cd8, Yosys 0.63+post, stock flow scripts
make -C /OpenROAD-flow-scripts/flow DESIGN_CONFIG=/design/flow/config.mk WORK_HOME=/design/flow/orfs finish
```

## flow/config.mk

```make
export PLATFORM = sky130hd
export DESIGN_NAME = controller
export DESIGN_NICKNAME = controller
export VERILOG_FILES = /design/flow/design.v
export SDC_FILE = /design/flow/constraint.sdc
export NUM_CORES = 4
export LEC_CHECK = 1
export CORE_AREA = 10 10 72 72
export DIE_AREA = 0 0 82 82
```

## flow/constraint.sdc

```tcl
current_design controller

set clk_period 1.7
set clk_io_pct 0.2

create_clock -name clk0 -period $clk_period [get_ports {clk}]

set non_clock_inputs [all_inputs -no_clocks]
set_input_delay [expr $clk_period * $clk_io_pct] -clock clk0 $non_clock_inputs
set_output_delay [expr $clk_period * $clk_io_pct] -clock clk0 [all_outputs]
```

## flow/design.v

```verilog
module controller
  (
  input  wire clk,
  input  wire n_reset,
  input  wire dr,
  input  wire overflow,
  output reg cnt_up,
  output reg modwait,
  output reg [1:0] op,
  output reg [3:0] src1,
  output reg [3:0] src2,
  output reg [3:0] dest,
  output reg err
  );
  typedef enum bit [3:0] {IDLE, EIDLE, STORE, SORT1, SORT2, SORT3, SORT4, ADD1, ADD2, ADD3} state_type;
  state_type state, nextstate;
  reg tmpwait1 = 1'b0;
  reg tmperr= 1'b0;
  always@(posedge clk, negedge n_reset) begin : Reset_Logic
    if(1'b0 == n_reset) begin
      state <= IDLE;
      modwait <= 1'b0;
	  err <= 1'b0;
    end else begin
      state <= nextstate;
      modwait <= tmpwait1;
	  err <= tmperr;
    end
  end
  always @ (state, dr, overflow) begin : State_Logic
    nextstate = state;  
    case(state)
      IDLE: begin
        if (dr == 1'b0) begin
          nextstate = IDLE;
        end else begin
          nextstate = STORE;
        end
      end
      EIDLE: begin
        if (dr == 1'b0) begin
          nextstate = EIDLE;
        end else begin
          nextstate = STORE;
        end
      end
      STORE: begin
        if (dr == 1'b0) begin
          nextstate = EIDLE;
        end else begin
          nextstate = SORT1;
        end
      end
      SORT1: begin
        nextstate = SORT2;
      end
      SORT2: begin
        nextstate = SORT3;
      end
      SORT3: begin
        nextstate = SORT4;
      end
      SORT4: begin
        nextstate = ADD1;
      end
      ADD1: begin
        if (overflow == 1'b1) begin
          nextstate = EIDLE;
        end else begin
          nextstate = ADD2;
        end
      end
      ADD2: begin
        if (overflow == 1'b1) begin
          nextstate = EIDLE;
        end else begin
          nextstate = ADD3;
        end
      end
      ADD3: begin
        if (overflow == 1'b1) begin
          nextstate = EIDLE;
        end else begin
          nextstate = IDLE;
        end
      end
      default: begin
        nextstate = IDLE;
      end
    endcase
  end
   always @ (state) begin : Register_Logic
    case(state)
      IDLE: begin
        cnt_up = 1'b0; tmperr = 1'b0;
        op = 2'h0; src1 = 4'hf; src2 = 4'hf; dest = 4'hf;
        tmpwait1 = 1'b0;
      end
      EIDLE: begin
        cnt_up = 1'b0; tmperr = 1'b1;
        op = 2'h0; src1 = 4'hf; src2 = 4'hf; dest = 4'hf;
        tmpwait1 = 1'b0;
      end
      STORE: begin
        cnt_up = 1'b1; tmperr = 1'b0;
        op = 2'h2; src1 = 4'hf; src2 = 4'hf; dest = 4'h7;
        tmpwait1 = 1'b1;
      end
      SORT1: begin
        cnt_up = 1'b0; tmperr = 1'b0;
        op = 2'h1; src1 = 4'h4; src2 = 4'hf; dest = 4'h3;
	      tmpwait1 = 1'b1;
      end
      SORT2: begin
        cnt_up = 1'b0; tmperr = 1'b0;
        op = 2'h1; src1 = 4'h5; src2 = 4'hf; dest = 4'h4;
	     tmpwait1 = 1'b1;
      end
      SORT3: begin
        cnt_up = 1'b0; tmperr = 1'b0;
        op = 2'h1; src1 = 4'h6; src2 = 4'hf; dest = 4'h5;
	       tmpwait1 = 1'b1;
      end
      SORT4: begin
        cnt_up = 1'b0; tmperr = 1'b0;
        op = 2'h1; src1 = 4'h7; src2 = 4'hf; dest = 4'h6;
	     tmpwait1 = 1'b1;
      end
      ADD1: begin
        cnt_up = 1'b0; tmperr = 1'b0;
        op = 2'h3; src1 = 4'h3; src2 = 4'h4; dest = 4'h2;
	     tmpwait1 = 1'b1;
      end
      ADD2: begin
        cnt_up = 1'b0; tmperr = 1'b0;
        op = 2'h3; src1 = 4'h2; src2 = 4'h5; dest = 4'h1;
	       tmpwait1 = 1'b1;
      end
      ADD3: begin
        cnt_up = 1'b0; tmperr = 1'b0;
        op = 2'h3; src1 = 4'h1; src2 = 4'h6; dest = 4'h0;
	      tmpwait1 = 1'b1;
      end
     default: begin
        cnt_up = 1'b0; tmperr = 1'b1;
        op = 2'h0; src1 = 4'hf; src2 = 4'hf; dest = 4'hf;
        tmpwait1 = 1'b1;
     end
    endcase
  end
endmodule
```

==> flow_metrics.tcl <==
# metrics dict for downstream scripts
set metrics [dict create \
    ant_nets 0 \
    syn_area_per_cell_um2 7.88 \
    path_cells "buf_4 > buf_4 > nor4b_4 > buf_4 > a31oi_2 > buf_2" \
    r2r-start "state[1]$_DFF_PN0_" \
    clockBufferDepth 2 \
    cpLargestDelayFamily "buffers and inverters" \
    wirelength_um 2220 \
    placementRows 22 \
    largest_area_cell "dfrtp_1" \
    grt_pass1_wl_um 3500 \
    synth-compound-area-share_pct 20.6 \
    syn_to_final_growth_pct 146 \
    synthTopLogicFamily "simple AND/OR/NAND/NOR gates" \
    clockRootBuffer "clkbuf_8" \
    drc 0 \
    ys_warn_count 1 \
    io_buffers 19 \
    grt_overflow 0 \
    startpoint "state[3]$_DFF_PN0_" \
    cp-start-kind "flop" \
    cts_tree "built" \
    netlist.area_leader.share_pct 31.3 \
    min_period_ps 1810 \
    finalMaxSlewViolations 0 \
    fin_tns_setup_ps -511 \
    power.density_nw_per_um2 1960 \
    drive_above_1_share_pct 64.4 \
    synth_cell_type_count 26 \
    cp_max_fo 5 \
    vias 662 \
    drt-initial-drc-count 5 \
    yosys.area_share.simple_pct 27.1 \
    cpPeakStageDelay_ps 430 \
    final_util_pct 32.0 \
    critPathSlowestCell "dfrtp_2" \
    total_leakage_power_nw 0.554 \
    fin_skew_ps 2.23 \
    mux_share_pct 2.08 \
    grt_use_total_pct 6.60 \
    cts_buffers 3 \
    die_y_um 82 \
    crit_buf_inv 4 \
    fp.coreArea_um2 3690 \
    setup_violations 9 \
    ys_chip_area_um2 480 \
    crit_type "flop to primary output" \
    clk_latency_ps 220 \
    htree_num_levels 1 \
    place_ws_ps -96.0 \
    area_leaders "dfrtp_1 31%, buf_4 6.3%, nor2_1 6.3%" \
    seq_area_frac_synth_pct 31.3 \
    n_antenna_cell 0 \
    peakVddDrop_v 0.000910 \
    final_area_um2 1180 \
    tool_warnings 27 \
    place_area_um2 823 \
    initial_utilization_pct 13.0 \
    timing.final.ws_setup_ps -111 \
    clk_pin_slew_ps 40 \
    arrival_ps 1470 \
    cp_data_required_time_ps 1360 \
    ys_cells 61 \
    synthCells 61 \
    dr.pass1.iters 4 \
    hold_class "input port to async pin" \
    crit_top_cell "buf_4" \
    antenna_found_initial 0 \
    postCtsHoldBufs 0 \
    max_cap_viol_count 0 \
    place_hpwl_um 1210 \
    ioPinCount 21 \
    grt_setup_unrepaired "yes" \
    ys_seq_elements 6 \
    ys_sh_adder_pct 0 \
    fmax_mhz 552 \
    fin_crit_sh_pct 107 \
    place_congestion 0.818 \
    avgRoutedWirePerCell_um 13.3 \
    grt_max_degree 10 \
    die-area_um2 6720 \
    outcome "complete, but fails checks" \
    cp-end-kind "primary output" \
    synth.cellmix.xorXnorShare_pct 7.29 \
    syn_area_um2 480 \
    die_w_um 82 \
    grt_pass1_vias 689 \
    violations "setup timing" \
    clock-sinks 6 \
    hold_violations 0 \
    via_per_inst 3.99 \
]
synthesized netlist by cell type:
| cell | instances |
|---|---|
| inv_2 | 1 |
| mux2i_1 | 1 |
| xor2_1 | 3 |
| nor4b_2 | 1 |
| buf_4 | 4 |
| o21ai_1 | 1 |
| a21oi_1 | 4 |
| buf_2 | 3 |
| o21bai_1 | 1 |
| nor2b_1 | 3 |
| nor3b_2 | 1 |
| or3_1 | 2 |
| xnor2_1 | 1 |
| o211ai_1 | 1 |
| conb_1 | 1 |
| and2b_1 | 1 |
| dfrtp_1 | 6 |
| a32oi_1 | 2 |
| nand2_1 | 6 |
| nor3_1 | 1 |
| nor2_1 | 8 |
| o21ai_0 | 4 |
| inv_1 | 1 |
| a31oi_1 | 2 |
| nand2b_1 | 1 |
| a211o_1 | 1 |
cell families (layout without fill, tap and decap cells):
kind of cell	count (synthesis)	after routing
AND/OR/NAND/NOR	24	24
AND-OR/OR-AND	16	16
buffers and inverters	9	66
flip-flops	6	6
XOR/XNOR	4	4
other	1	1
multiplexers	1	1
metal layers:
| layer | GRT usage (%) | routed length [µm] |
|---|---|---|
| met5 | 0 | 0 |
| met4 | 1.53 | 40 |
| met3 | 2.53 | 142 |
| met2 | 10.3 | 1020 |
| met1 | 8.49 | 1020 |
what timing repair did:
item,in CTS,in global routing
setup buffers,19,9
gates cloned,1,0
gates resized,56,23
endpoints found under the setup margin,14,15
pin swaps,6,4
state kept, by name (all words and copies together), names as in the netlist:
signal   flops
err          1
modwait      1
state        4
layout make-up:
| type | instances | area [µm²] |
|---|---|---|
| Fill cell | 368 | 2510 |
| Timing Repair Buffer | 61 | 561 |
| Multi-Input combinational cell | 46 | 359 |
| Sequential cell | 6 | 153 |
| Tap cell | 48 | 60.1 |
| Clock buffer | 3 | 41.3 |
| Inverter | 2 | 7.51 |
cells in the final DEF (no fill, tap or decap), types with 2 or more instances in the layout:
master	instances
buf_2	7
a21oi_2	3
xor2_1	3
a32oi_1	2
clkbuf_8	3
dfrtp_2	2
nor2_1	6
o21ai_1	4
buf_12	2
dlygate4sd2_1	3
buf_4	23
nand2_1	4
nand2_2	2
clkbuf_2	4
dfrtp_1	4
buf_6	15
clkdlybuf4s50_1	5
metrics by stage:
| stage | hold WS [ps] | power (mW) | instances |
|---|---|---|---|
| after global routing | 370 | 2.51 | 166 |
| after global placement | 549 | 1.50 | 136 |
| after CTS | 358 | 2.11 | 159 |
| final | 356 | 2.32 | 166 |
| after detailed placement | 553 | 1.50 | 136 |
| after floorplan | 44.4 | 0.750 | 61 |
final timing paths:
path                                 endpoint  slack (ps)  depth (start not counted)
setup / recovery                      src2[1]        -110                          6
hold / removal              modwait$_DFF_PN0_         360                          1
setup reg to reg           state[3]$_DFF_PN0_         -20                         10
hold reg to reg             modwait$_DFF_PN0_         600                          1
max in group asynchronous  state[2]$_DFF_PN0_        1110                          1
min in group clk0           modwait$_DFF_PN0_         600                          1
worst register-to-register path: cells and delay by family (launching register included):
family          cells  cell delay (ps)
buf+inv             7              870
flops               1              410
simple gates        2              320
compound gates      1               40
where the power goes:
| group | leakage (nW) | switching (mW) | internal [mW] |
|---|---|---|---|
| Clock | 0.0216 | 0.0629 | 0.152 |
| Sequential | 0.0704 | 0.0654 | 0.209 |
| Combinational | 0.462 | 0.702 | 1.13 |
Power figures rest on the tool's default switching activity, not on a simulated workload.
