==> ./design.v <==
module moore
	(
	input wire clk,
	input wire n_rst,
	input wire i,
	output reg o
	);
	typedef enum {ST0, ST1, ST2, ST3, ST4} state_type;
	state_type state, nextstate;
	always@(posedge clk, negedge n_rst) begin : Reset_Logic
		if(1'b0 == n_rst) begin
			state <= ST0;
		end else begin
			state <= nextstate;
		end
	end
	always@(state, i) begin: Next_State
		case(state)
			ST0: begin
				if (1==i)
					nextstate = ST1;
				else
					nextstate = ST0;
				end
			ST1: begin
				if (1==i)
					nextstate = ST2;
				else
					nextstate = ST0;
				end
			ST2: begin
				if (0==i)
					nextstate = ST3;
				else
					nextstate = ST2;
				end
			ST3: begin
				if (1==i)
					nextstate = ST4;
				else
					nextstate = ST0;
				end
			ST4: begin
				if (1==i)
					nextstate = ST1;
				else
					nextstate = ST0;
				end
			default: nextstate = ST0;
		endcase
	end
	assign o = (state == ST4) ? 1 : 0;
endmodule
==> ./run.sh <==
#!/bin/bash
# OpenROAD 26Q1-2900-gdf79404cd8, Yosys 0.63+post, stock flow scripts
make -C /OpenROAD-flow-scripts/flow DESIGN_CONFIG=/design/flow/config.mk WORK_HOME=/design/flow/orfs finish
==> ./config.mk <==
export PLATFORM = sky130hd
export DESIGN_NAME = moore
export DESIGN_NICKNAME = moore
export VERILOG_FILES = /design/flow/design.v
export SDC_FILE = /design/flow/constraint.sdc
export NUM_CORES = 4
export LEC_CHECK = 1
export CORE_AREA = 10 10 70 70
export DIE_AREA = 0 0 80 80
==> ./constraint.sdc <==
current_design moore

set clk_period 1.2
set clk_io_pct 0.2

create_clock -name clk0 -period $clk_period [get_ports {clk}]

set non_clock_inputs [all_inputs -no_clocks]
set_input_delay [expr $clk_period * $clk_io_pct] -clock clk0 $non_clock_inputs
set_output_delay [expr $clk_period * $clk_io_pct] -clock clk0 [all_outputs]
==> impl_metrics.py <==
# Generated from Yosys and OpenROAD reports
metrics = {
    "setup_path": {
        "critPathBufInv": 1,
        "worst-endpoint-arrival_ps": 860,
        "crit_slowest_cell": "dfrtp_1",
        "critPathCaptureType": "output pin",
        "required_ps": 960,
        "cpPeakStageDelay_ps": 370,
        "worstPathCellList": "dlygate4sd2_1",
        "crit_type": "flip-flop to output pin",
        "crit_path_start_kind": "flip-flop",
        "crit_fanout": 2,
        "crit_family": "flip-flops",
    },
    "detailed_routing": {
        "wl_per_cell_um": 5.54,
        "first_pass_iters": 2,
        "diodes": 0,
        "ant_nets": 0,
        "viasPerCell": 1.68,
        "drt_first_iter_violations": 2,
        "num_vias": 109,
        "drc": 0,
        "wirelength_um": 360,
    },
    "finish": {
        "lay_top_cells": "dfrtp_1 (4), clkbuf_4 (3), o21a_1 (2), clkdlybuf4s50_1 (2)",
        "largest_reg_flops": 5,
        "lay_top_count": "dfrtp_1",
        "area_growth_pct": 72.7,
        "top_register": "state",
        "top_regs": "state: 5 flops",
        "fillerInstances": 407,
        "finalInstanceArea_um2": 285,
        "drive_gt1_share_pct": 31.6,
        "final_cells": 65,
        "fin_util_pct": 8.35,
    },
    "clock_tree": {
        "clockRootBuffer": "clkbuf_4",
        "cts_max_path_buffers": 2,
        "hold_buffers": 0,
        "cts_max_level": 1,
        "cts_tree": "built",
        "path_clk_slew_ps": 40,
        "numClockSinks": 5,
        "clk_latency_ps": 240,
        "cts_buffers": 3,
    },
    "floorplan": {
        "dieHeight_um": 80,
        "rows": 21,
        "io_pins": 4,
        "fp_util_pct": 4.84,
        "chip_area_mm2": 0.00640,
        "die_w_um": 80,
        "core_area_mm2": 0.00342,
    },
    "timing": {
        "post-route-min-period_ps": 1100,
        "whs_ps": 228,
        "hold_violations": 0,
        "clock-skew-final_ps": 0.572,
        "max_clock_freq_mhz": 907,
        "relSlewSlack_pct": 81.8,
        "setup_viol": 0,
        "layout_setup_ws_ps": 97.9,
        "tightest_slew_ps": 270,
        "tns_ps": 0,
        "rsz0062_at_grt": "no",
        "slew_viol_final": 0,
        "fin_crit_sh_pct": 91.8,
    },
    "grt": {
        "antenna_found_initial": 0,
        "grt_max_degree": 6,
        "grt_pass1_vias": 130,
        "grt_pass1_wl_um": 607,
        "overflow": 0,
        "track_usage_pct": 1.35,
    },
    "synthesis": {
        "synth.avg_cell_area_um2": 15.0,
        "synth_seq_share_pct": 76.5,
        "netlist_area_um2": 165,
        "ys_types": 7,
        "yosys_cells": 11,
        "yosysWarningCount": 2,
        "yosys_area_um2": 165,
        "synthCells": 11,
        "ys_ff": 5,
    },
    "placed_design": {
        "post-place-ws_ps": 112,
        "post_dp_cell_area_um2": 253,
        "dp_cells": 60,
        "gp_congestion": 0.658,
        "portBuffers": 3,
    },
    "flow_run": {
        "openroad.warnings": 25,
        "max_cap_viol_count": 0,
    },
    "power_and_ir_drop": {
        "cellPowerDensity_mw_per_mm2": 1440,
        "p_leak_nw": 0.117,
        "ir_drop_uv": 603,
        "finalPower_mw": 0.412,
    },
    "min_path": {
        "min_path_type": "input pin to asynchronous set/reset pin",
    },
    "outcome": {
        "outcome": "finished clean",
    },
}
[Yosys cell counts, drive strengths merged]
cell	instances	area, µm²
nor2b	1	6.26
nor2	1	3.75
dfstp	1	26.3
dfrtp	4	100
o21a	2	15.0
and2	1	7.51
nor4	1	6.26
[layout make-up]
type                       instances  area [µm²]  share of cell area, %
multi-input combinational          6        38.8                   13.6
sequential                         5         126                   44.3
tap                               46        57.6                   20.2
timing repair buffer               4        36.3                   12.7
clock buffer                       4        26.3                   9.21
[report_power, final]
part | switching, mW | leakage [nW] | internal (mW)
Sequential | 0.00605 | 0.0658 | 0.184
Clock | 0.0693 | 0.0150 | 0.126
Combinational | 0.0116 | 0.0361 | 0.0156
[path summary, 6_finish.rpt]
check                              startpoint                 end  slack [ps]  cells after the start
min                                     n_rst  state[1]$_DFF_PN0_         230                      1
min reg2reg                state[2]$_DFF_PN0_  state[2]$_DFF_PN0_         490                      1
max                        state[1]$_DFF_PN0_                   o         100                      1
max in group asynchronous               n_rst  state[0]$_DFF_PN1_         710                      1
max reg2reg                state[1]$_DFF_PN0_  state[0]$_DFF_PN1_         300                      3
min in group clk0          state[2]$_DFF_PN0_  state[2]$_DFF_PN0_         490                      1
[cell families after synthesis]
family          after synthesis  share of synthesized area [%]
compound gates                2                           9.09
simple gates                  4                           14.4
flops                         5                           76.5
[per-layer routing]
layer	global-route usage, %	part of all wire, %
met4	0.352	0
met5	0	0
met2	0.883	21
met1	1.95	60
met3	1.82	19
[what timing repair did]
action	in CTS	in global routing
setup buffers	1	0
endpoints found under the setup margin	1	0
resized	1	0
Power figures rest on the tool's default switching activity, not on a simulated workload.
